### ./run.sh
#!/bin/bash
# OpenROAD 26Q1-2900-gdf79404cd8, Yosys 0.63+post, stock flow scripts
make -C /OpenROAD-flow-scripts/flow DESIGN_CONFIG=/design/flow/config.mk WORK_HOME=/design/flow/orfs finish
### ./config.mk
export PLATFORM = sky130hd
export DESIGN_NAME = fsm
export DESIGN_NICKNAME = fsm
export VERILOG_FILES = /design/flow/design.v
export SDC_FILE = /design/flow/constraint.sdc
export NUM_CORES = 4
export LEC_CHECK = 1
export CORE_AREA = 10 10 110 110
export DIE_AREA = 0 0 120 120
### ./constraint.sdc
current_design fsm

set clk_period 2.2
set clk_io_pct 0.2

create_clock -name clk0 -period $clk_period [get_ports {clk}]

set non_clock_inputs [all_inputs -no_clocks]
set_input_delay [expr $clk_period * $clk_io_pct] -clock clk0 $non_clock_inputs
set_output_delay [expr $clk_period * $clk_io_pct] -clock clk0 [all_outputs]
### ./design.v
`timescale 1ns / 1ps
module fsm(
    input clk,reset,
    input sa,
    input sb,
    output [2:0] A,
    output [2:0] B
    );
     parameter green_a=60, yellow=5,green_b=50,sec_10=10;
     wire done_green,done_yellow,done_green_b,res,done_10_sec;
     reg[3:0] curr_state,next_state;
     parameter     s0=3'd0,
                   s1=3'd1,
                   s2=3'd2,
                   s3=3'd3,
                   s4=3'd4,
                   s5=3'd5,
                   s6=3'd6,
                   s7=3'd7,
                   s8=4'd8,
                   s9=4'd9,
                   s10=4'd10,
                   s11=4'd11;
     timer#(green_a,yellow,green_b,sec_10) timer_1( clk,res,curr_state,done_green,done_yellow,done_green_b,done_10_sec);   
     always@(posedge clk,posedge reset) begin
     if(reset)
       curr_state<=s0;     
     else
       curr_state<=next_state;
       end
    always@(*)begin
    case(curr_state)
    s0:begin  
        next_state=s1;
       end
    s1:begin  
        if(done_green)
          if(sb)
           next_state=s4;
          else
           next_state=s2;
         else
          next_state=s1;
       end
    s2:next_state=s3;  
    s3:begin  
        if(done_10_sec)
           if(sb)
            next_state=s4;
           else
            next_state=s2;
        else
           next_state=s3;
       end
    s4:next_state=s5;  
    s5:if(done_yellow)  
        next_state=s6;    
       else
        next_state=s5;
    s6:next_state=s7;  
    s7:if(done_green_b)  
          if(sa)
           next_state=s10;
          else if(sb)
           next_state=s8;
          else
           next_state=s10;
       else
        next_state=s7;
    s8:next_state=s9;  
    s9: if(done_10_sec)   
          if(sa)
           next_state=s10;
          else if(sb)
           next_state=s8;
          else
           next_state=s10;
         else
         next_state=s9;
    s10:next_state=s11; 
    s11:if(done_yellow) 
        next_state=s0;    
       else
        next_state=s11;
    default: next_state=s0;
    endcase
    end
    assign res=   (curr_state==s0|curr_state==s2|curr_state==s4|curr_state==s6|curr_state==s8|curr_state==s10);
    assign A[0]=  (curr_state==s0|curr_state== s1|curr_state== s2|curr_state==  s3);            
    assign B[2]=  (curr_state==s0|curr_state==s1|curr_state==s2|curr_state==s3|curr_state==s4|curr_state==s5);            
    assign A[1]=  (curr_state==s4|curr_state==s5);            
    assign B[1]=  (curr_state==s10|curr_state==s11);  
    assign A[2]=  (curr_state==s6|curr_state==s7|curr_state==s8|curr_state==s9|curr_state==s10|curr_state==s11);            
    assign B[0]=  (curr_state==s6|curr_state==s7|curr_state==s8|curr_state==s9);            
endmodule
`timescale 1ns / 1ps
module timer#(parameter green_a=60,yellow=5,green_b=50,sec_10=10)(
    input clk,
    input reset,
    input [3:0] state,
    output done_green,done_yellow,done_green_b,done_10_sec
    );
   reg[9:0] Q_reg,Q_next;
    always@(posedge clk,posedge reset)begin
    if(reset)begin
     Q_reg<=0;
    end
    else
     Q_reg<=Q_next;
    end
    always@(*)begin
    Q_next=Q_reg+1;
    end
    assign done_green=(Q_reg==green_a-1);
    assign done_yellow=(Q_reg==yellow-1);
    assign done_green_b=(Q_reg==green_b-1);
    assign done_10_sec=(Q_reg==sec_10-1);
endmodule
==> results.json <==
{
  "avgSynthCellArea_um2": 11.3,
  "edf_count": 0,
  "finalHoldViolCount": 0,
  "grt.overflow.total": 0,
  "wirelength_mm": 1.92,
  "slowest_stage": "or4_4",
  "cts_sinks": 22,
  "r2r_slack_ns": 0.67,
  "cts_buffers": 3,
  "hpwlAfterDp_mm": 1.42,
  "synth_stat.cells": 89,
  "r2r-start": "timer_1.Q_reg[6]",
  "numSynthFlops": 22,
  "reg2reg_depth": 3,
  "synthToLayoutAreaGrowth_pct": 36.2,
  "finalSetupTns_ns": 0,
  "ys_sh_adder_pct": 3.72,
  "crit_buf_inv": 1,
  "p_int_uw": 590,
  "drtPass1Iterations": 3,
  "synth_cells": 89,
  "path_class": "reg2out",
  "core_um2": 9770,
  "period_used_pct": 97.5,
  "cp.arrival_ns": 1.71,
  "die_area_um2": 14400,
  "synth_top_flop_cell": "dfrtp_1",
  "yosysSeqAreaShare_pct": 54.6,
  "cp-start-kind": "flip-flop",
  "grt_usage_pct": 2.81,
  "clockPowerShare_pct": 38.7,
  "hold_class": "reg2async",
  "ctsRootBufferMaster": "clkbuf_8",
  "ctsHoldBuffers": 0,
  "xor_area_share_pct": 6.94,
  "path_depth": 3,
  "total_power_uw": 723,
  "critPathTopFamily": "simple AND/OR/NAND/NOR gates",
  "min_period_ns": 2.15,
  "wl_met1_um": 948,
  "rsz0062_at_grt": "false",
  "ant_nets": 0,
  "max_clock_freq_mhz": 466,
  "grt_max_degree": 13,
  "clockBufferDepth": 2,
  "clk_latency_ns": 0.25,
  "utilization_pct": 14.1,
  "tightest_slew_ns": 0.493,
  "power_density_nw_per_um2": 526,
  "route.detailed.drc": 0,
  "largest_reg_flops": 12,
  "status": "finished, final reports clean",
  "syn_area_um2": 1010,
  "drv_cap": 0,
  "num_antenna_cells": 0,
  "p_comb_share_pct": 4.8,
  "clk_pin_slew_ns": 0.07,
  "yosysWarnings": 2,
  "p_leak_uw": 0.000644,
  "yosysTopAreaCell": "dfrtp_1",
  "common_cells": "dfrtp_1, nand4_1, a21o_1, inv_1, xnor2_1",
  "routabilityCongestion": 0.790,
  "ys_sh_mux_pct": 0,
  "ioPinCount": 10,
  "yosysMostFrequentCell": "dfrtp_1",
  "die_y_um": 120,
  "drt_iter0_markers": 17,
  "numPortBuffers": 9,
  "setup_violations": 0,
  "met3_length_um": 48,
  "cp_data_required_time_ns": 1.76,
  "pwr-share-seq_pct": 56.5,
  "power.switching_uw": 133,
  "cp-end-kind": "primary output",
  "vdd_drop_max_mv": 0.194,
  "fin_skew_ns": 0.00136,
  "cpPeakStageDelay_ns": 0.53,
  "wl_met2_um": 885,
  "rr_endpoint": "curr_state[10]",
  "cts_tree": "built",
  "synth.logic.top_family": "simple AND/OR/NAND/NOR gates",
  "swShare_pct": 18.4,
  "crit_chain": "or4_4 -> or2_2 -> dlygate4sd2_1",
  "antenna_found_initial": 0,
  "async_flop_share_pct": 100,
  "highest_layer": "met4",
  "vias": 699,
  "wl_per_cell_um": 7.98,
  "synth.area.top_cells": "dfrtp_1, xnor2_1, nand4_1",
  "max_slew_margin_pct": 66.9,
  "rows": 36,
  "ys_sh_simple_pct": 24.5,
  "ys_area_um2": 1010,
  "htree_levels": 1,
  "warnings": 28,
  "top_area_share_pct": 52.0,
  "slew_violations": 0,
  "fp_util_pct": 10.3,
  "yosysUniqueCellTypes": 26,
  "via_per_inst": 2.91,
  "die_width_um": 120,
  "yosys.area_share.aoi_pct": 6.94,
  "drive_above_1_share_pct": 19.6,
  "crit_fanout": 2,
  "grt_pass1_wl_mm": 3.53,
  "grt_pass1_vias": 733
}
[cell type report]
| class | instances | area (um^2) |
|---|---|---|
| clock buffers | 4 | 55.1 |
| fillers | 1089 | 8400 |
| inverters | 6 | 22.5 |
| multi-input cells | 59 | 435 |
| flip-flops and latches | 22 | 552 |
| well taps | 133 | 166 |
| repair buffers | 16 | 144 |
[tightest hold or removal path, stage by stage (launching register included)]
cell	delay, ns
dfrtp_1	0.39
nor3_1	0.17
buf_4	0.22
[how the worst max path moves through the flow]
stage	start	end	slack (ns)
global route	curr_state[9]	B[2]	0.002
CTS	curr_state[7]	A[2]	-0.06
finish	curr_state[9]	B[2]	0.05
[metal layers]
| layer | track usage, % | up-vias |
|---|---|---|
| met5 | 0 | - |
| met4 | 0.679 | 0 |
| li1 | - | 347 |
| met1 | 3.79 | 345 |
| met3 | 0.476 | 2 |
| met2 | 4.61 | 5 |
[per-stage QoR]
stage | cells | hold slack (ns) | area (um^2) | worst slack (ns)
floorplan | 89 | 0.304 | 1010 | 0.510
global placement | 230 | 0.442 | 1260 | 0.151
detailed placement | 230 | 0.427 | 1260 | 0.133
CTS | 238 | 0.442 | 1360 | -0.0602
global route | 240 | 0.475 | 1380 | 0.00163
finish | 240 | 0.427 | 1380 | 0.0549
[layout by cell type (no fill, tap or decap), types with 2 or more instances in the layout]
cell	count
nand3_1	2
clkdlybuf4s50_1	7
or2_2	3
nand2_1	2
a21oi_1	4
inv_1	6
dfrtp_1	21
nand4b_1	2
or4_4	2
nor2b_1	3
nor2_1	4
xnor2_1	6
ha_1	3
clkbuf_8	4
a21o_1	6
nand4_1	8
xor2_1	2
buf_4	7
and2_1	2
[power by group through the flow]
stage	Sequential (uW)	Clock [uW]	Combinational (uW)
after global routing	409	305	39.4
after CTS	408	289	33.5
final	409	280	34.9
[repair_timing]
action | 4_1_cts | 5_1_grt
setup buffers | 4 | 2
gates resized | 4 | 1
endpoints found under the setup margin | 2 | 2
[logic make-up (layout without fill, tap and decap cells)]
logic type | after synthesis | in the layout
xor gates and xnor gates | 8 | 8
adders and majority gates | 3 | 3
buffers and inverters | 8 | 26
AOI/OAI and AO/OA | 11 | 11
DFF | 22 | 22
and+or+nand+nor | 37 | 37
No activity file was given, so power comes from the tool's default toggle rates.
